<file path="/design/flow/design.v">
module digits(num, ones, tens, hundreds, thousands);
    input [9:0] num;
    output [3:0] ones;
    output [3:0] tens;
    output [3:0] hundreds;
    output [3:0] thousands;
    assign thousand = num/1000;
    assign hundreds = (num%1000)/100;
    assign tens = ((num%1000)%100)/10;
    assign ones = (((num%1000)%100)%10);
endmodule
</file>
<file path="/design/flow/constraint.sdc">
current_design digits

set clk_period 11.7
set clk_io_pct 0.2

create_clock -name clk0 -period $clk_period

set non_clock_inputs [all_inputs -no_clocks]
set_input_delay [expr $clk_period * $clk_io_pct] -clock clk0 $non_clock_inputs
set_output_delay [expr $clk_period * $clk_io_pct] -clock clk0 [all_outputs]
</file>
<file path="/design/flow/run.sh">
#!/bin/bash
# OpenROAD 26Q1-2900-gdf79404cd8, Yosys 0.63+post, stock flow scripts
make -C /OpenROAD-flow-scripts/flow DESIGN_CONFIG=/design/flow/config.mk WORK_HOME=/design/flow/orfs finish
</file>
<file path="/design/flow/config.mk">
export PLATFORM = sky130hd
export DESIGN_NAME = digits
export DESIGN_NICKNAME = digits
export VERILOG_FILES = /design/flow/design.v
export SDC_FILE = /design/flow/constraint.sdc
export NUM_CORES = 4
export LEC_CHECK = 1
export CORE_AREA = 10 10 91 91
export DIE_AREA = 0 0 101 101
</file>
==> results.yml <==
# flow metrics
run_status:
  status: "finished, final reports clean"
synth:
  syn_inst: 239
  synth_warnings: 5
  ys_seq_share: 0
  ys_cells: 239
  syn_area_um2: 1670
  syn_area_per_cell_um2: 6.98
  yosysUniqueCellTypes: 77
  yosys-stat-area_um2: 1670
pwr:
  irDropWorstVdd_mv: 0.0379
  p_leak_nw: 0.605
  clockPowerShare: 0
  switching_power_w: 0.0000877
  p_comb_frac: 1.000
  p_seq_frac: 0
  switching_share: 0.530
  intPower_w: 0.0000778
  power_density_nw_per_um2: 89.0
final_timing:
  tightest_slew_ns: 0.673
  fmax_mhz: 101
  fin_crit_ns: 9.87
  hold_violations: 0
  holdWs_ns: 4.68
  setup_viol: 0
  post-route-period-util: 0.844
  slew_viol_final: 0
  relSlewSlack: 0.548
  rsz0062_at_grt: "no"
  fin_setup_tns_ns: 0
floorplan:
  dieArea_um2: 10200
  rows: 29
  core_area_um2: 6350
  fp_util: 0.263
  fp.dieW_um: 101
  io_pins: 26
  die_h_um: 101
worst_setup_path:
  crit_chain: "clkdlybuf4s50_1, nand2_2, nor3_1, ha_1, a311o_1, and2_1, o211a_1, o311ai_2, o211ai_1, o211ai_1, and2_0, or4b_1, a21oi_1, a21oi_1, o21ai_1, clkdlybuf4s50_1"
  critPathKind: "input port to output pin"
  slowest_delay_ns: 0.82
  worstSetupStartpoint: "num[5]"
  worst-endpoint-arrival_ns: 7.53
  cp_max_fo: 17
  worst_setup_path_start_kind: "input port"
  endpoint_kind: "output pin"
  slowest_stage: "clkdlybuf4s50_1"
  worst_ep_required_time_ns: 9.36
  crit_end: "ones[1]"
detailed_routing:
  vias: 1824
  drc: 0
  avgViaCountPerCell: 5.68
  wl_um: 4440
  first_pass_iters: 4
  routedWlPerCell_um: 13.8
  drt_iter0_drc: 140
  antenna_cells: 0
  ant_nets: 0
cells_and_area:
  logic_area_um2: 1520
  nClkBuffers: 0
  flop-count: 0
  post-route-util: 0.293
  drive_gt1_frac: 0.127
  syn_to_final_growth_pct: 11.5
  flop_area_um2: 0
  fillers: 674
  fin_area_um2: 1860
clock_tree:
  ctsResizeCount: 0
  cts_hold_buffers: 0
  cts_setup_buffers: 0
grt:
  grt_max_degree: 20
  gr-total-overflow: 0
  grt_usage: 0.0868
  grt_pass1_wl_um: 7890
  grt_pass1_vias: 1647
  antenna_found_initial: 0
placement:
  dp_hpwl_um: 3450
  dpl_cell_area_um2: 1860
  port_buffers: 20
  routabilityCongestion: 0.877
worst_hold_path:
  hold_path_class: "input port to output pin"
run:
  drv_cap: 0
  openroad.warnings: 32
-- logic make-up (layout without fill, tap and decap cells) --
family,Yosys count,after routing,share of synthesized area
AND-OR/OR-AND,92,92,0.437
XOR/XNOR,7,7,0.0413
adder cells (fa/ha/maj),3,3,0.0195
buffers and inverters,27,29,0.0960
multiplexers,9,9,0.0645
other,1,4,0.00225
AND/OR/NAND/NOR,100,100,0.340
-- layer usage --
metal,share of wire,global-route usage,vias to the layer above
li1,-,-,940
met2,0.47,0.141,31
met4,0,0,0
met5,0,0,-
met1,0.51,0.132,853
met3,0.027,0.00277,0
-- worst min path at each step --
stage	slack, ns	start	cells after the start	end
CTS	4.68	num[0]	0	ones[0]
finish	4.68	num[0]	0	ones[0]
global route	4.68	num[0]	0	ones[0]
-- critical path: cells and delay by family --
kind	cells	cell delay (ns)
AND-OR/OR-AND	8	1.86
adder cells (fa/ha/maj)	1	0.26
buffers and inverters	2	1.29
AND/OR/NAND/NOR	5	1.78
-- cells in the final DEF, fill, tap and decap left out, drive strengths merged, types with 4 or more instances in the layout --
cell type / count
inv: 6
nand4: 4
nor2: 21
a21oi: 16
nor3: 17
xnor2: 7
clkdlybuf4s50: 20
o21ai: 24
mux2: 4
mux2i: 4
nand2: 16
and2: 7
nand3: 12
o31ai: 4
conb: 4
o211ai: 8
-- power groups by stage --
stage / combinational, W / clock (W) / sequential (W)
CTS: 0.000167 / 0 / 0
global route: 0.000187 / 0 / 0
finish: 0.000165 / 0 / 0
-- stage by stage --
step           power [W]  worst slack [ns]  instances
2_1_floorplan   0.000119              3.48        242
3_3_place_gp    0.000167              1.85        321
3_5_place_dp    0.000166              1.87        321
4_1_cts         0.000167              1.86        321
5_1_grt         0.000187              1.38        321
6_report        0.000165              1.83        321
-- synth_stat cells, drive strengths merged, types with 6 or more instances --
cell type | instances | area [µm²]
nor3 | 17 | 90.1
and2 | 7 | 43.8
buf | 16 | 116
nor2 | 21 | 78.8
o21ai | 24 | 124
a21oi | 16 | 91.3
nand3 | 12 | 72.6
nand2 | 16 | 65.1
inv | 6 | 25.0
xnor2 | 7 | 68.8
o211ai | 8 | 70.1
-- cell type report --
| type | count | area share |
|---|---|---|
| inverter | 7 | 0.0155 |
| timing repair buffer | 22 | 0.116 |
| multi-input combinational | 215 | 0.817 |
| tap | 77 | 0.0518 |
No activity file was given, so power comes from the tool's default toggle rates.
