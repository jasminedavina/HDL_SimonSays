==> design.v <==
`timescale 1ns / 1ps
module play_sound (clk, rst, clk_counter, frequency, sound);
    input wire clk, rst;
    input wire [15:0] clk_counter;
    input wire [9:0] frequency;
    output reg sound;
    reg [31:0] clk_cyc;
    wire [31:0] clk_per_second = clk_counter * 1000;
    always @(posedge clk) begin
        if (rst) begin
            clk_cyc <= 0;
            sound <= 0;
        end else if (frequency == 0) begin
            sound <= 0;
        end 
        else begin
            clk_cyc <= clk_cyc + frequency;
            if (clk_cyc >= (clk_per_second >> 1)) begin
            sound <= !sound;
            clk_cyc <= clk_cyc + frequency - (clk_per_second >> 1);
            end
        end
    end
endmodule
==> run.sh <==
#!/bin/bash
# OpenROAD 26Q1-2900-gdf79404cd8, Yosys 0.63+post, stock flow scripts
make -C /OpenROAD-flow-scripts/flow DESIGN_CONFIG=/design/flow/config.mk WORK_HOME=/design/flow/orfs finish
==> config.mk <==
export PLATFORM = sky130hd
export DESIGN_NAME = play_sound
export DESIGN_NICKNAME = play_sound
export VERILOG_FILES = /design/flow/design.v
export SDC_FILE = /design/flow/constraint.sdc
export NUM_CORES = 4
export LEC_CHECK = 1
export CORE_UTILIZATION = 50
==> constraint.sdc <==
current_design play_sound

set clk_period 20.0
set clk_io_pct 0.2

create_clock -name clk0 -period $clk_period [get_ports {clk}]

set non_clock_inputs [all_inputs -no_clocks]
set_input_delay [expr $clk_period * $clk_io_pct] -clock clk0 $non_clock_inputs
set_output_delay [expr $clk_period * $clk_io_pct] -clock clk0 [all_outputs]
==> results.md <==
| Group | Result | This run |
|:---|:---|:---|
| global route | GRT overflow | 0 |
| synth | Number of unique standard cell types used by synthesis | 79 |
| floorplan | Chip area | 14,900 um2 |
| critical path | Kind of cell adding the most delay to the critical path | adder cells |
| placed design | I/O Buffers | 28 |
| synth | Synthesized cell area | 7220 um2 |
| critical path | R2R Path End | clk_cyc[30] |
| drt | Inserted Diodes | 0 |
| critical path | CP Data Required Time | 20.15 ns |
| global route | Wire length of the first global-routing pass | 29,500 um |
| sta | Final-report max-slew violation count | 0 |
| sta | Unrepaired setup endpoints after global routing | no |
| critical path | Slowest-stage cell, CP | sky130_fd_sc_hd__fa_1 |
| placed design | Dpl hpwl | 14,200 um |
| critical path | CP Max Fanout | 16 |
| critical path | Total buffers and inverters traversed by the critical path | 4 |
| finish | Post-route cell area | 7820 um2 |
| sta | Measured slew at the worst slew-check pin | 0.677 ns |
| drt | Routed Wire Length | 17,300 um |
| drt | DR WL/cell | 16.0 um |
| sta | Fmax | 89.1 MHz |
| global route | Via count of the first global-routing pass | 6,100 |
| critical path | CP most frequent cell | sky130_fd_sc_hd__fa_1 |
| floorplan | FP Rows | 43 |
| status | Outcome | finished clean |
| placed design | Area post-placement | 7650 um2 |
| drt | Initial detailed-routing violation count | 346 |
| critical path | Number of cells traversed by the worst register-to-register path | 20 |
| synth | Post-synth area hogs | sky130_fd_sc_hd__ha_1, sky130_fd_sc_hd__fa_1, sky130_fd_sc_hd__dfxtp_1, sky130_fd_sc_hd__inv_1, sky130_fd_sc_hd__xnor2_1 |
| finish | Area growth from synthesis to layout | 8.36% |
| critical path | Slowest Stage Delay on Critical Path | 0.58 ns |
| clock tree | Clock root cell | sky130_fd_sc_hd__clkbuf_16 |
| critical path | Crit Path Class | primary input to flip-flop |
| placed design | GPL Wtd Cong | 0.911 |
| drt | Count of TritonRoute iterations in the first routing pass | 5 |
| min path | Worst min path class | flip-flop to flip-flop |
| clock tree | Clock Path Buffers | 2 |
| drt | Drt via density | 5.86 |
| sta | Clock period minus final worst setup slack | 11.23 ns |
| clock tree | Clk pin slew, worst setup/hold paths | 0.06 ns |
| clock tree | Latency at later pin | 0.28 ns |
| floorplan | Floorplan utilization | 51.6% |
| floorplan | Floorplan die height | 122 um |
| critical path | Data arrival time of the worst path | 11.38 ns |
| synth | Async set-reset flop share out of synthesis | 0% |
| synth | Fraction of synthesized cell area taken by the top area cell type | 18.6% |
| critical path | Category of the worst setup path capture point | flip-flop |
| clock tree | Number of H-tree branching levels | 2 |
| floorplan | Width of the chip | 122 um |
| synth | Yosys warns | 1 |
| clock tree | Post-CTS Setup Inserts | 0 |
| sta | Final Cycle Share | 56.1% |
| synth | Post-synthesis average cell area | 8.18 um2 |
| synth | Synth top cell by count | sky130_fd_sc_hd__ha_1 |
| clock tree | Post-cts gate resize count | 0 |
| global route | Overall track demand over capacity in global routing | 25.9% |
| sta | Final clock skew | 0.00325 ns |
| critical path | CP startpoint kind | primary input |
| critical path | Setup crit end | clk_cyc[19] |
| run | Maximum capacitance violations | 0 |
| clock tree | # hold bufs at CTS | 0 |
| drt | # DRC | 0 |
| finish | Fraction of final layout cells sized beyond drive strength 1 | 4.68% |
| clock tree | Number of buffers inserted during clock tree synthesis | 5 |
| sta | Max_slew headroom | 54.8% |
| min path | Source of the worst hold timing path | clk_cyc[0] |
| synth | Synthesized flop and latch total | 33 |
| critical path | Launch point of the critical path | clk_counter[0] |
| synth | Largest area contributor in the netlist | sky130_fd_sc_hd__ha_1 |
| drt | DR vias | 6,319 |
| sta | Hold violation total from the final report | 0 |
| run | Total tool warning count | 29 |
| global route | Largest net degree at the start of global routing | 46 |
| synth | EDFF count, synth | 0 |
| synth | Yosys stat area | 7220 um2 |
| synth | Sequential area share after synthesis | 9.16% |
| sta | Setup tns final | 0 ns |
| critical path | Reg2reg start | clk_cyc[0] |
| global route | Initial antenna violation count | 0 |
| floorplan | I/O pin total | 29 |
| sta | Final count of negative-setup-slack endpoints | 0 |
| critical path | Count of cell instances traversed by the critical path | 27 |
| floorplan | Area of the placeable core | 14,000 um2 |
| synth | Ys flop type | sky130_fd_sc_hd__dfxtp_1 |
| critical path | Worst setup slack for register-to-register paths | 14.48 ns |
| synth | Yosys cell count | 882 |
| synth | Syn Inst Count | 882 |
| clock tree | CTS Sinks | 33 |
| clock tree | Clock tree from TritonCTS | yes |
| drt | Remaining number of nets flagged by the antenna check after routing | 0 |
| synth | List of most frequent post-synthesis cells | sky130_fd_sc_hd__ha_1, sky130_fd_sc_hd__inv_1, sky130_fd_sc_hd__nor2_1 |
## layout by cell type, fill, tap and decap left out, drive strengths merged, types with 4 or more instances in the layout
| master | instances |
|---|---|
| a211o | 4 |
| a211oi | 21 |
| a21o | 18 |
| a21oi | 49 |
| a311oi | 10 |
| a31oi | 7 |
| and3 | 5 |
| and4 | 7 |
| buf | 5 |
| clkbuf | 7 |
| clkdlybuf4s50 | 28 |
| dfxtp | 33 |
| fa | 56 |
| ha | 107 |
| inv | 100 |
| mux2 | 7 |
| mux2i | 6 |
| nand2 | 69 |
| nand2b | 12 |
| nand3 | 28 |
| nand4 | 12 |
| nor2 | 82 |
| nor2b | 14 |
| nor3 | 17 |
| nor4 | 9 |
| o211ai | 11 |
| o21a | 15 |
| o21ai | 36 |
| o21bai | 11 |
| o22ai | 4 |
| o31a | 5 |
| xnor2 | 42 |
| xor2 | 18 |
## registers in the layout (all words and copies together) (netlist names)
| register | cells |
|---|---|
| sound | 1 |
| clk_cyc | 32 |
## logic make-up after synthesis
logic type | Yosys count | synth area share [%]
compound gates | 220 | 22.2
xor+xnor | 60 | 7.28
fa+ha+maj | 163 | 34.1
buf+inv | 125 | 6.76
flops | 33 | 9.16
mux | 13 | 1.92
simple gates | 268 | 18.5
## worst min path at each step
| stage | endpoint | slack, ns | depth (start not counted) |
|---|---|---|---|
| after CTS | clk_cyc[0] | 0.49 | 2 |
| after global routing | clk_cyc[0] | 0.50 | 2 |
| final | clk_cyc[0] | 0.48 | 2 |
## worst min-delay path: cells and delay by family, from the launching register on
kind	cells	cell delay (ns)
flops	1	0.33
simple gates	1	0.06
compound gates	1	0.05
## stage by stage
stage                     cells  utilization [%]  setup slack [ns]  hold WS, ns
after floorplan             882                -              9.88        0.449
after global placement     1070             54.7              8.71        0.469
after detailed placement   1070             54.7              8.52        0.476
after CTS                  1078             55.9              8.77        0.485
after global routing       1078             55.9              8.28        0.501
final                      1078             55.9              8.77        0.483
## cell type report
| type | instances | area [um2] |
|---|---|---|
| Clock inverter | 1 | 30.0 |
| Sequential cell | 33 | 661 |
| Clock buffer | 7 | 143 |
| Multi-Input combinational cell | 724 | 6070 |
| Inverter | 100 | 375 |
| Tap cell | 180 | 225 |
| Fill cell | 1267 | 6170 |
| Timing Repair Buffer | 33 | 318 |
## per-layer routing
layer | vias to the layer above | GRT usage (%) | routed length (um)
met4 | 0 | 2.67 | 198
met3 | 17 | 4.48 | 1090
met2 | 171 | 40.2 | 7640
met5 | - | 0 | 0
met1 | 2962 | 39.9 | 8370
li1 | 3169 | - | -
